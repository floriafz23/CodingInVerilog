==> run.sh <==
#!/bin/bash
# OpenROAD 26Q1-2900-gdf79404cd8, Yosys 0.63+post, stock flow scripts
make -C /OpenROAD-flow-scripts/flow DESIGN_CONFIG=/design/flow/config.mk WORK_HOME=/design/flow/orfs finish
==> config.mk <==
export PLATFORM = sky130hd
export DESIGN_NAME = part1
export DESIGN_NICKNAME = part1
export VERILOG_FILES = /design/flow/design.v
export SDC_FILE = /design/flow/constraint.sdc
export NUM_CORES = 4
export LEC_CHECK = 1
export CORE_AREA = 10 10 70 70
export DIE_AREA = 0 0 80 80
==> constraint.sdc <==
current_design part1

set clk_period 1.4
set clk_io_pct 0.2

create_clock -name clk0 -period $clk_period [get_ports {Clock}]

set non_clock_inputs [all_inputs -no_clocks]
set_input_delay [expr $clk_period * $clk_io_pct] -clock clk0 $non_clock_inputs
set_output_delay [expr $clk_period * $clk_io_pct] -clock clk0 [all_outputs]
==> design.v <==
module part1(Clock, Enable, Clear_b, CounterValue);
	input Clock, Enable, Clear_b;
	output [7:0]CounterValue;
	wire c1, c2, c3, c4, c5, c6, c7;
	assign c1 = Enable & CounterValue[0];
	assign c2 = c1 & CounterValue[1];
	assign c3 = c2 & CounterValue[2];
	assign c4 = c3 & CounterValue[3];
	assign c5 = c4 & CounterValue[4];
	assign c6 = c5 & CounterValue[5];
	assign c7 = c6 & CounterValue[6];
	tff u0(Enable, Clock, Clear_b, CounterValue[0]);
	tff u1(c1, Clock, Clear_b, CounterValue[1]);
	tff u2(c2, Clock, Clear_b, CounterValue[2]);
	tff u3(c3, Clock, Clear_b, CounterValue[3]);
	tff u4(c4, Clock, Clear_b, CounterValue[4]);
	tff u5(c5, Clock, Clear_b, CounterValue[5]);
	tff u6(c6, Clock, Clear_b, CounterValue[6]);
	tff u7(c7, Clock, Clear_b, CounterValue[7]);
endmodule
module tff(T, Clock, Clear_b, Q);
	input T, Clock, Clear_b;
	output reg Q;
	always @(posedge Clock, negedge Clear_b)
		begin
			if(Clear_b == 0)
				Q <=0;
			else
				begin
					if(T == 0)
						Q <= Q;
					else
						Q <= ~Q;
				end
		end
endmodule 
==> results.toml <==
# synthesis and place-and-route metrics
[layout]
lay_top_cells = "8 x dfrtp_1, 7 x buf_4, 6 x clkdlybuf4s50_1, 4 x xor2_1, 4 x xnor2_1"
drive_gt1_frac = 0.255
layout_top_cell = "dfrtp_1"
final_area_sq_um = 577
area_growth_pct = 45.0
fin_util = 0.169
fillers = 384
seq_area_sq_um = 200
comb_area_sq_um = 130

[power_and_ir_drop]
p_int_mw = 0.759
p_sw_mw = 0.319
clockPowerShare = 0.162
vdd_drop_max_uv = 783
pwr-share-comb = 0.468
p_total_mw = 1.08
pwr-share-seq = 0.370
p_per_area_nw_per_um2 = 1870
sw_frac_of_total = 0.296
p_leak_nw = 0.276

[flow_run]
log.warning_count = 25
max-cap-violations = 0

[clocking]
cts_root_buf = "clkbuf_4"
max-clock-path-buffers = 2
cts.sinks = 8
cts_tree = "built"
postCtsHoldBufs = 0
htree_levels = 1
clk_pin_slew_ns = 0.05
clock_latency_ns = 0.25
cts_buffers = 3

[routing]
drt_first_pass_iters = 2
drt_iter0_markers = 10
vias = 240
routed_wl_um = 738
diodes = 0
drcViolationCount = 0
via_per_inst = 2.58
avgRoutedWirePerCell_um = 7.94
ant_nets = 0

[floorplanning]
io_pins = 11
initial_core_util = 0.116
rows = 21
die_h_um = 80
die_area_sq_um = 6400
die_x_um = 80
core_area_sq_um = 3420

[placement]
hpwlAfterDp_um = 586
port_buffers = 10
place_area_sq_um = 510
routabilityCongestion = 0.752

[final_timing]
period_minus_slack_ns = 1.34
drv_slew = 0
grt_setup_unrepaired = "no"
finalSetupTns_ns = 0
fmax_ghz = 0.748
hold_viol = 0
slew_headroom = 0.761
skew_ns = 0.00641
setup_viol = 0
tightestPinTransition_ns = 0.357
finalCritPeriodShare = 0.955

[setup_path]
r2r-start = "u0.Q"
cp_slowest_cell = "clkdlybuf4s50_1"
critPathMaxFanout = 2
critPathCaptureType = "output pin"
crit_type = "reg2out"
r2r_slack_ns = 0.38
cpPeakStageDelay_ns = 0.47
crit_required_ns = 1.12
worst_r2r_path_depth = 4
cp.depth = 1
path_delay_family = "buffers and inverters"
cp.arrival_ns = 1.06
path_cells = "clkdlybuf4s50_1"
worst_setup_path_start_kind = "flip-flop"
rr_endpoint = "u7.Q"
crit_buf_inv = 1

[yosys]
synthesis.area_sq_um = 398
synth.avg_cell_area_sq_um = 11.4
mux_area_frac = 0
netlist_instances = 35
yosysWarnings = 1
ys_area_sq_um = 398
compound_area_frac = 0
simple_gate_area_frac = 0.151
ys_cells = 35
xor_share = 0.176
synth.distinct_cells = 10
logic_family = "XOR/XNOR gates"
ys_seq_elements = 8
synth.cellmix.adderShare = 0
synth_seq_share = 0.503

[global_route]
grt_pass1_vias = 272
grt-ovfl-total = 0
antenna_found_initial = 0
grt_pass1_wl_mm = 1.35
track_usage = 0.0275
grt_max_degree = 9

[min_path]
hold_path.class = "in2async"

[run_status]
status = "completed"
[per-stage QoR]
step / hold slack (ns) / setup WS (ns) / cells
2_1_floorplan: -0.0156 / 0.438 / 35
3_3_place_gp: 0.482 / 0.00690 / 85
3_5_place_dp: 0.469 / 0.00932 / 85
4_1_cts: 0.306 / 0.0111 / 92
5_1_grt: 0.328 / 0.00581 / 93
6_report: 0.300 / 0.0624 / 93
[power by group through the flow]
stage	logic (mW)	registers [mW]	clock network [mW]
after CTS	0.519	0.406	0.182
after global routing	0.565	0.419	0.199
final	0.504	0.399	0.174
[cell usage after synthesis (all sizes together)]
library cell / number / area, sq um
buf: 8 / 60.1
dfrtp: 8 / 200
xnor2: 4 / 35.0
xor2: 4 / 35.0
nor2: 3 / 11.3
inv: 2 / 7.51
nand2: 2 / 7.51
nand3: 2 / 10.0
nand4: 1 / 21.3
nor3: 1 / 10.0
[area by class of cell]
type | instances | share of cell area
Timing Repair Buffer | 17 | 0.275
Tap cell | 46 | 0.0998
Clock buffer | 3 | 0.0390
Sequential cell | 8 | 0.347
Inverter | 2 | 0.0130
Multi-Input combinational cell | 17 | 0.226
[how the worst max path moves through the flow]
| stage | start | end |
|---|---|---|
| 6_report | u6.Q | CounterValue[6] |
| 5_1_grt | u7.Q | CounterValue[7] |
| 4_1_cts | u1.Q | CounterValue[1] |
[flip-flops by register name (all words and copies together) (netlist names)]
register / count
u5.Q: 1
u4.Q: 1
u7.Q: 1
u6.Q: 1
u3.Q: 1
u0.Q: 1
u1.Q: 1
u2.Q: 1
[what timing repair did]
action | 4_1_cts | 5_1_grt
endpoints found under the setup margin | 5 | 4
gates resized | 1 | 3
pin swaps | 0 | 0
setup buffers | 4 | 1
[cell families after synthesis]
| group | Yosys count |
|---|---|
| buffers and inverters | 10 |
| and+or+nand+nor | 9 |
| DFF | 8 |
| xor gates and xnor gates | 8 |
[per-layer routing]
metal  GRT usage  up-vias  share of wire
met3      0.0295        0           0.18
met1      0.0385      104           0.54
met5           0        -              0
met4           0        0              0
li1            -      124              -
met2      0.0281       12           0.27
Power is estimated from default activity; no workload was simulated.
