==> /design/flow/design.v <==
module fulladder(a,b,cin,s,cout);
	input a,b,cin;
	output s,cout;
	assign s = cin^a^b;
	assign cout = (a&b)|(cin&a)|(cin&b);
endmodule
module rippleadder(a, b, c_in, s, c_out);
	input [3:0]a,b;
	input c_in;
	output [3:0]s;
	output [3:0]c_out;
	fulladder u0(a[0],b[0],c_in,s[0],c_out[0]);
	fulladder u1(a[1],b[1],c_out[0],s[1],c_out[1]);
	fulladder u2(a[2],b[2],c_out[1],s[2],c_out[2]);
	fulladder u3(a[3],b[3],c_out[2],s[3],c_out[3]);
endmodule
module part2(Clock, Reset_b, Data, Function, ALUout);
	input [3:0] Data;
	input Reset_b, Clock;
	input [2:0] Function;
	output reg[7:0]ALUout;
	reg [7:0]ALUtemp;
	wire [3:0]Data_b;
	assign Data_b = ALUout[3:0];
	wire [3:0]sum, c_out;
	rippleadder u0(Data,Data_b,0, sum, c_out);
	wire[4:0]sum2;
	assign sum2 = Data + Data_b; 
	always @(*)
	begin
		case(Function[2:0])
			3'b000: ALUtemp = {3'b0, c_out[3], sum};
			3'b001: ALUtemp = {3'b0, sum2};
			3'b010: ALUtemp = {{4{Data_b[3]}}, Data_b};
			3'b011: ALUtemp = (Data|Data_b) ? 8'b00000001 : 8'b0;
			3'b100: ALUtemp = ((&Data) & (&Data_b)) ? 8'b00000001 : 8'b0;
			3'b101: ALUtemp = {4'b0000,Data_b} << Data;	
			3'b110: ALUtemp = Data * Data_b;
			3'b111: ALUtemp = ALUout;
			default: ALUtemp = 8'b0;
		endcase
	end	
	always @(posedge Clock)
	begin
		if(Reset_b == 1'b0)
			ALUout <= 8'b00000000;
		else
			ALUout <= ALUtemp;
	end
endmodule
==> /design/flow/run.sh <==
#!/bin/bash
# OpenROAD 26Q1-2900-gdf79404cd8, Yosys 0.63+post, stock flow scripts
make -C /OpenROAD-flow-scripts/flow DESIGN_CONFIG=/design/flow/config.mk WORK_HOME=/design/flow/orfs finish
==> /design/flow/config.mk <==
export PLATFORM = sky130hd
export DESIGN_NAME = part2
export DESIGN_NICKNAME = part2
export VERILOG_FILES = /design/flow/design.v
export SDC_FILE = /design/flow/constraint.sdc
export NUM_CORES = 4
export LEC_CHECK = 1
export CORE_AREA = 10 10 97 97
export DIE_AREA = 0 0 107 107
==> /design/flow/constraint.sdc <==
current_design part2

set clk_period 3.1
set clk_io_pct 0.2

create_clock -name clk0 -period $clk_period [get_ports {Clock}]

set non_clock_inputs [all_inputs -no_clocks]
set_input_delay [expr $clk_period * $clk_io_pct] -clock clk0 $non_clock_inputs
set_output_delay [expr $clk_period * $clk_io_pct] -clock clk0 [all_outputs]
==> GITHUB_STEP_SUMMARY <==
## Synthesis and layout report

| Metric | Value |
|---|---|
| Fp util | 0.189 |
| R2r setup slk | 250 ps |
| Top_reg_cell synth | dfxtp_1 |
| All-Layer GR Usage | 0.0734 |
| Reg2reg start | ALUout[3] |
| Routability cong. | around 0.92 |
| Commonest cells post-synth | ha_1, inv_1, nand2_1 |
| Vias in the first global route | 1372 |
| Adder Share, Synth | 0.292 |
| Leakage | 0.836 nW |
| DRT Pass-1 Iters | 4 |
| Max-capacitance violation count | 0 |
| Fraction of registers with async set/reset | 0 |
| Complex Gates by Area | 0.237 |
| Dominant cell type by area after synthesis | ha_1 |
| Clk pin slew, worst setup/hold paths | 50 ps |
| Post-synthesis register bit count | 8 |
| Cells after Synth | 171 |
| Syn. warnings | 2 |
| Final setup violating endpoints | 0 |
| Latency at later pin | 230 ps |
| Dpl ws | -480 ps |
| Met1 Use GR | 0.0992 |
| Met3 Usage GRT | 0.0139 |
| Slew Limit Fails | 0 |
| Layer carrying the most global-route usage | met2 |
| Routed vias/inst | 4.51 |
| Biggest regs | ALUout: 8 flops |
| Cycle use final | 0.959 |
| Final hold slack | 571 ps |
| P per Cell Area | 256 nW/um^2 |
| CP required | 3220 ps |
| Area growth syn-to-layout | 33.2% |
| Max FFs per register | 8 |
| Clock Skews | 0.603 ps |
| Cell Rows | 31 |
| Final Hold Vio Count | 0 |
| H-tree depth | 1 |
| Initial antenna violation count | 0 |
| Hold endpoint | ALUout[4] |
| Seq/Total Area, Yosys | 0.116 |
| Crit. End Element | flop |
| Met2 Track Usage GR | 0.115 |
| Detail Route Antenna Nets | 0 |
| Chip area | 11400 sq um |
| TritonCTS clock tree | built |
| Peak supply drop | 109 uV |
| Min-delay src | ALUout[4] |
| Yosys chip area | 1380 sq um |
| Final instance area | 1830 sq um |
| Share of the synthesized area in the top cell type | 0.191 |
| R2R Path End | ALUout[6] |
| Detailed Place HPWL | 3420 um |
| Synth unique cells | 48 |
| Logic family by area | adder cells |
| I/O pin count | 17 |
| Worst setup SP type | primary input |
| Proportion of layout cells with a drive suffix above 1 | 0.230 |
| Yosys cell count | 171 |
| DR WL/cell | approximately 13 um |
| GR Overflow Total | 0 |
| N_diodes | 0 |
| Initial drt markers | 78 |
| TNS Setup | 0 ps |
| Relative slew slack | 0.567 |
| Synth mux share | 0.0372 |
| Core area | around 7300 sq um |
| FF-to-FF path depth | 11 |
| Post-synth EDFFs | 0 |
| Basic Gates by Area | 0.184 |
| Most flops, register | ALUout |
| IO Port Bufs | 16 |
| Via count | 1368 |
| Finished Core Util | 0.252 |
| DP Area | 1760 sq um |
| Cell area leaders | ha_1, dfxtp_1, fa_1, inv_1, nand2_1 |
| Die width | 107 um |
| Most frequent cell after synthesis | ha_1 |
| First-pass GRT wire length | 6850 um |
| Min Tclk post-route | 2970 ps |
| Die height | between 100 and 150 um |
| XOR Share, Synth | 0.0254 |
| Clk sink count | 8 |
| Unrepaired setup endpoints after global routing | no |
| Tool warning count | 30 |
| Least-Margin Pin Slew | 647 ps |
| Mapped Area | 1380 sq um |
| Final worst slack | approximately 130 ps |
| Clk root buf | clkbuf_8 |
| Avg Inst Size Synth | approximately 8.1 sq um |
| Largest net degree at the start of global routing | 16 |
| Drt drc | 0 |
| Drt total wl | 4060 um |
| CTS Buf Count | 3 |
| Hold depth | 2 |
| Longest Clk Path Bufs | 2 |
| Fmax | 0.336 GHz |
| Max Fanout on Critical Path | 3 |
| Arrival time worst endpoint | between 3000 and 4000 ps |
| CP Class | in -> reg |
| Worst min path class | reg -> reg |
| Outcome | finished, final reports clean |
## routing by layer
layer / wire length [um] / vias to the layer above
met5: 0 / -
met4: 155 / 0
met3: 251 / 10
met2: 1790 / 52
met1: 1860 / 625
li1: - / 681
## worst max-delay path by stage
stage / start / cells after the start / endpoint
global route: Data[1] / 12 / ALUout[6]
CTS: Data[2] / 10 / ALUout[6]
finish: Data[2] / 10 / ALUout[6]
## cells by family after synthesis
kind of cell	after synthesis
AND-OR/OR-AND	48
AND/OR/NAND/NOR	48
buffers and inverters	31
adder cells (fa/ha/maj)	28
flip-flops	8
XOR/XNOR	4
multiplexers	4
## stage by stage
stage	total power [mW]	std cells
2_1_floorplan	0.246	171
3_3_place_gp	0.332	298
3_5_place_dp	0.331	298
4_1_cts	0.471	303
5_1_grt	0.507	303
6_report	0.470	303
## layout make-up
cell class                      instances  area (sq um)
Timing Repair Buffer                   41           343
Clock buffer                            3          41.3
Multi-Input combinational cell        132          1090
Inverter                               20          75.1
Sequential cell                         8           160
Tap cell                               99           124
Fill cell                             803          5460
## timing repair
action                     4_1_cts  5_1_grt
setup endpoints to repair        5        2
hold buffers                     0        0
setup buffers                    2        0
resized                         10        6
pin swaps                        4        3
## report_power, final
group	switching, mW	internal, mW	leakage [nW]
sequential	0.00617	0.109	0.0654
clock	0.0486	0.0849	0.0216
combinational	0.116	0.105	0.749
## critical path, stage by stage
cell and delay [ps]:
dlygate4sd2_1 260, ha_1 240, fa_1 490, ha_1 310
ha_1 310, nor2b_1 130, o21a_1 170, or3_1 300
a31oi_1 170, a21oi_1 80
## cells in the final DEF (no fill, tap or decap), drive strengths merged, types with 2 or more instances in the layout
cell,synthesis,routed
buf,10,25
ha,21,21
inv,20,20
nand2,14,14
nor2,13,13
clkdlybuf4s50,0,12
a21oi,9,9
o21ai,9,9
dfxtp,8,8
a31oi,7,7
fa,7,7
clkbuf,1,4
and2,4,4
a211oi,4,4
xor2,3,3
a21o,3,3
or3,3,3
nand4,3,3
o221ai,3,3
a31o,3,3
dlygate4sd2,0,3
mux2,3,3
nor4,3,3
nand3,2,2
Power and IR drop assume default switching activity.
